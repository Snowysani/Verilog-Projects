==> flow/design.v <==
module block_carry_lookahead_unit(G_star, P_star, C, G, P, C0);
output wire G_star, P_star;  
output wire [3:1] C;  
input wire [3:0] G, P;  
input wire C0;  
assign #4 G_star = G[3] | (P[3] * G[2]) | (P[3] * P[2] * G[1]) | (P[3] * P[2] * P[1] * G[0]);
assign #2 P_star = P[3] * P[2] * P[1] * P[0];
assign #4 C[1] = G[0] | (P[0] * C0);
assign #4 C[2] = G[1] | (P[1] * G[0]) | (P[1] * P[0] * C0);
assign #4 C[3] = G[2] | (P[2] * G[1]) | (P[2] * P[1] * G[0]) | (P[2] * P[1] * P[0] * C0);
endmodule
`timescale 1ns / 1ps
`default_nettype none
module carry_lookahead_16bit(Cout, S, X, Y, Cin);
output wire Cout;  
output wire [15:0] S;  
input wire [15:0] X, Y;  
input wire Cin;  
wire [16:0] C;  
wire [15:0] P, G;  
wire [3:0] P_star, G_star;  
assign C[0] = Cin;
assign Cout = C[16];
generate_propagate_unit gpu1(G,P,X,Y);  
block_carry_lookahead_unit BCLAU0(
    .G_star (G_star[0]),
    .P_star (P_star[0]),
    .C (C[3:1]),
    .G (G[3:0]),
    .P (P[3:0]),
    .C0 (C[0])
);
block_carry_lookahead_unit BCLAU1(
    .G_star (G_star[1]),
    .P_star (P_star[1]),
    .C (C[7:5]),
    .G (G[7:4]),
    .P (P[7:4]),
    .C0 (C[4])
);
block_carry_lookahead_unit BCLAU2(
    .G_star (G_star[2]),
    .P_star (P_star[2]),
    .C (C[11:9]),
    .G (G[11:8]),
    .P (P[11:8]),
    .C0 (C[8])
);  
block_carry_lookahead_unit BCLAU3(
    .G_star (G_star[3]),
    .P_star (P_star[3]),
    .C (C[15:13]),
    .G (G[15:12]),
    .P (P[15:12]),
    .C0 (C[12])
);
carry_lookahead_unit CLAU(  
    .C({C[16], C[12], C[8], C[4]}),
    .G (G_star),
    .P (P_star),
    .C0 (C[0])
);
summation_unit SU1(S,P,C);
endmodule
module carry_lookahead_unit(C,G,P,C0);
output wire [4:1] C;  
input wire [3:0] G,P;  
input wire C0;  
wire carryInandP;  
wire andOne, andTwo, andThree, andFour, andFive, andSix, andSeven, andEight, andNine;
assign #2 carryInandP = C0 & P[3] & P[2] & P[1] & P[0];
assign #2 andOne = P[3] & P[2] & P[1] & G[0];
assign #2 andTwo = P[3] & P[2] & G[1];
assign #2 andThree = P[3] & G[2];
assign #2 andFour = P[2] & P[1] & P[0] & C0;
assign #2 andFive = P[2] & P[1] & G[0];
assign #2 andSix = P[2] & G[1];
assign #2 andSeven = P[1] & P[0] & C0;
assign #2 andEight = P[1] & G[0];
assign #2 andNine = P[0] & C0;  
assign #2 C[4] = carryInandP | andOne | andTwo | andThree | G[3];
assign #2 C[3] = andFour | andFive | andSix | G[2];
assign #2 C[2] = G[1] | andSeven | andEight;
assign #2 C[1] = G[0] | andNine;
endmodule
module generate_propagate_unit(G,P,X,Y);
output wire [15:0] G,P;
input wire [15:0] X,Y;
assign #2 G = X & Y;
assign #2 P = X ^ Y;  
endmodule
module summation_unit(S,P,C);
output wire [15:0] S;  
input wire [15:0] P;
input wire [15:0] C;  
assign #2 S = P ^ C;  
endmodule
==> flow/run.sh <==
#!/bin/bash
# OpenROAD 26Q1-2900-gdf79404cd8, Yosys 0.63+post, stock flow scripts
make -C /OpenROAD-flow-scripts/flow DESIGN_CONFIG=/design/flow/config.mk WORK_HOME=/design/flow/orfs finish
==> flow/config.mk <==
export PLATFORM = sky130hd
export DESIGN_NAME = carry_lookahead_16bit
export DESIGN_NICKNAME = carry_lookahead_16bit
export VERILOG_FILES = /design/flow/design.v
export SDC_FILE = /design/flow/constraint.sdc
export NUM_CORES = 4
export LEC_CHECK = 1
export CORE_AREA = 10 10 70 70
export DIE_AREA = 0 0 80 80
==> flow/constraint.sdc <==
current_design carry_lookahead_16bit

set clk_period 9.1
set clk_io_pct 0.2

create_clock -name clk0 -period $clk_period

set non_clock_inputs [all_inputs -no_clocks]
set_input_delay [expr $clk_period * $clk_io_pct] -clock clk0 $non_clock_inputs
set_output_delay [expr $clk_period * $clk_io_pct] -clock clk0 [all_outputs]
==> Changelog: implementation <==
## Implementation

* Status: completed
* Maximum clock rate at 0.157 GHz
* Syn_area_per_cell at 8.36 sq um
* CP Capture Type: primary output
* FP Util at 20.8%
* Most common cell in the netlist: ha_1
* Crit share post-route at 69.9%
* Initial DRT Pass Iterations at 4
* Sequential share of power at 0%
* Ys cells at 85
* Tool warning count at 32
* Yosys Chip Area at 711 sq um
* RSZ-0062 raised after global routing: no
* Type of the worst min-delay path: primary input to primary output
* Overflow after GRT at 0
* Placed Cells incl. Taps at 181
* Sw frac at 34.8%
* First-pass GRT wire length at 3.38 mm
* Placeable Area at 0.00342 sq mm
* WL final at 2.09 mm
* DPL Wire Length at 1.97 mm
* Clock buf count at 0
* Post-Syn Area at 711 sq um
* CP cell instances: clkdlybuf4s50_1, ha_1, a21oi_1, o31ai_4, o2bb2ai_1, nor3_1, inv_1, fa_1, xor2_1, clkdlybuf4s50_1
* Worst-path fanout max at 4
* Hold buffer count at cts at 0
* Distinct lib cells at 29
* Buffers on Ports at 50
* MaxCap Viol Count at 0
* Post-Synthesis Cells at 85
* Via count at 777
* DR vias/cell at 4.29
* CP top delay family: buffers and inverters
* Pwr dens at 69.4 mW/mm^2
* Num ports at 50
* Flops at 0
* Drt drc at 0
* WP buf/inv at 3
* Arr. time, crit path at 4540 ps
* Dominant cell area share at 28.2%
* P_leak at 0.561 nW
* Gpl congestion at 0.771
* Maximum number of pins on one net before global-route repair at 7
* Vias in the first global route at 769
* Final hold vios at 0
* Post-DRT Antenna Nets at 0
* Slew headroom at 79.7%
* Final Slew Violations at 0
* Min Tclk post-route at 6360 ps
* Setup violators final at 0
* Critical path startpoint category: primary input
* Setup TNS at 0 ps
* Post-synth top area cell: ha_1
* Worst path slowest cell: clkdlybuf4s50_1
* Worst Max-Slew Pin Slew at 302 ps
* Synth cell count leaders: ha_1, inv_1, a21oi_1
* Total GRT Usage at 6.11%
* Filler cells at 357
* Gate power share at 100.0%
* Post-CTS setup repair buffer count at 0
* CTS resizes at 0
* Most common cell on crit path: clkdlybuf4s50_1
* Psw at 0.0000306 W
* Initial antenna violation count at 0
* Area Growth Syn to Fin at 78.5%
* Die width at 80 microns
* WL/cell at 11.6 microns
* VDD IR-drop max at 0.0000269 V
* Yosys synthesis warning count at 1
* Flop area at 0 sq um
* Synth Seq Share at 0%
* Die height at 80 microns
* Finished Layout Cells at 181
* WS Path Type: primary input to primary output
* Main area contributors: ha_1, fa_1, xor2_1
* Clk network pwr share at 0%
* Max incr delay on CP at 480 ps
* Internal cell power at 0.0000574 W
* Data required time of the worst path at 7280 ps
* Ant. Diodes at 0
* DRT iter0 DRCs at 13
* Fraction of layout cells with a size suffix above 1 at 4.44%
* Site Rows at 21
* Die Footprint at 0.00640 sq mm
final timing paths:
| path | from | end | slack (ps) | cells after the start |
|---|---|---|---|---|
| worst max-delay path | X[7] | S[13] | 2740 | 10 |
| worst min-delay path | Y[15] | S[15] | 4710 | 4 |
area by class of cell:
cell class	instances	area [sq um]	share of cell area, %
inverter	11	41.3	3.25
tap	46	57.6	4.54
timing repair buffer	50	500	39.4
multi-input combinational	74	669	52.8
cell usage in the layout, fill, tap and decap left out, drive strengths merged, types with 2 or more instances in the layout:
cell / count
nand4: 2
clkdlybuf4s50: 50
o31ai: 2
ha: 16
a21o: 4
nor2: 4
xor2: 6
inv: 11
xnor2: 4
o21ai: 3
a21oi: 9
nand2: 4
nor3: 4
fa: 4
routing by layer:
layer  track usage, %  vias to the layer above  part of all wire (%)
met2             10.7                       26                    49
met4                0                        0                     0
met3             2.16                        0                    11
li1                 -                      408                     -
met1             7.44                      343                    40
met5                0                        -                     0
power by group through the flow:
stage                 registers, W  clock network (W)   logic, W
after CTS                        0                  0  0.0000907
after global routing             0                  0  0.0000983
final                            0                  0  0.0000880
stage by stage:
stage | instance area [sq um] | utilization, % | total power (W) | setup slack (ps) | hold WS, ps
after floorplan | 711 | - | 0.0000358 | 3820 | 3750
after global placement | 1270 | 37.1 | 0.0000891 | 2780 | 4720
after detailed placement | 1270 | 37.1 | 0.0000900 | 2730 | 4730
after CTS | 1270 | 37.1 | 0.0000907 | 2710 | 4720
after global routing | 1270 | 37.1 | 0.0000983 | 2570 | 4750
final | 1270 | 37.1 | 0.0000880 | 2740 | 4710
cells by family (layout without fill, tap and decap cells):
logic type | after synthesis | count (layout) | synth area share [%]
AND-OR/OR-AND | 25 | 25 | 26.6
adder cells (fa/ha/maj) | 20 | 20 | 39.4
AND/OR/NAND/NOR | 19 | 19 | 15.8
buffers and inverters | 11 | 61 | 5.81
XOR/XNOR | 10 | 10 | 12.3
No activity file was given, so power comes from the tool's default toggle rates.
