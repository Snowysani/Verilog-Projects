==> flow/design.v <==
`timescale 1ns / 1ps
`default_nettype none
module add_sub(
    output wire [3:0] Sum,  
    output wire Overflow,  
    input wire [3:0] opA, opB,  
    input wire opSel  
    );  
    wire [3:0] notB;  
    wire c0, c1, c2, c3;  
    assign notB[0] = opB[0] ^ opSel; 
    assign notB[1] = opB[1] ^ opSel;  
    assign notB[2] = opB[2] ^ opSel;  
    assign notB[3] = opB[3] ^ opSel;  
    full_adder adder0(Sum[0], c0, opA[0], notB[0], opSel);
    full_adder adder1(Sum[1], c1, opA[1], notB[1], c0);
    full_adder adder2(Sum[2], c2, opA[2], notB[2], c1);
    full_adder adder3(Sum[3], c3, opA[3], notB[3], c2);
    assign Overflow = c3 ^ c2; 
endmodule
`timescale 1ns / 1ps
`default_nettype none
module four_bit_alu(
    output wire [3:0] Result,  
    output wire Overflow,  
    input wire [3:0] opA, opB,  
    input wire [1:0] ctrl  
    );
    wire [3:0] andAB;
    wire [3:0] ResultAdder;
    wire Overflow1;
    assign andAB = opA & opB;  
    add_sub mux1(ResultAdder, Overflow1, opA, opB, ctrl[1]);
    four_bit_mux muxSomething(Result, andAB, ResultAdder, ctrl[0]);  
    assign Overflow = ctrl[0] & Overflow1;  
endmodule
`timescale 1ns / 1ps
`default_nettype none
module four_bit_mux(Y, A, B, S);
    input wire [3:0] A, B;  
    input wire S;  
    output wire [3:0] Y;
    two_one_mux MUX0(Y[0], A[0], B[0], S);
    two_one_mux MUX1(Y[1], A[1], B[1], S);
    two_one_mux MUX2(Y[2], A[2], B[2], S);
    two_one_mux MUX3(Y[3], A[3], B[3], S);
endmodule
`timescale 1ns / 1ps
`default_nettype none
module full_adder(S, Cout, A, B, Cin);
    input wire A, B, Cin;
    output wire S, Cout;  
    wire andBCin, andACin;  
    wire andAB;  
    assign S = A ^ B ^ Cin;  
    assign andAB = A & B;  
    assign andBCin = B & Cin;  
    assign andACin = A & Cin;  
    assign Cout = andAB | andBCin;  
endmodule 
`timescale 1ns / 1ps
`default_nettype none
module two_one_mux(Y, A, B, S);
    output wire Y;
    input wire A, B, S;
    wire notS;
    wire andA;
    wire andB;
    not not0(notS, S);
    and and0(andA, notS, A);
    and and1(andB, S, B);
    or or0(Y, andA, andB);
endmodule  
==> flow/run.sh <==
#!/bin/bash
# OpenROAD 26Q1-2900-gdf79404cd8, Yosys 0.63+post, stock flow scripts
make -C /OpenROAD-flow-scripts/flow DESIGN_CONFIG=/design/flow/config.mk WORK_HOME=/design/flow/orfs finish
==> flow/config.mk <==
export PLATFORM = sky130hd
export DESIGN_NAME = four_bit_alu
export DESIGN_NICKNAME = four_bit_alu
export VERILOG_FILES = /design/flow/design.v
export SDC_FILE = /design/flow/constraint.sdc
export NUM_CORES = 4
export LEC_CHECK = 1
export CORE_AREA = 10 10 70 70
export DIE_AREA = 0 0 80 80
==> flow/constraint.sdc <==
current_design four_bit_alu

set clk_period 1.8
set clk_io_pct 0.2

create_clock -name clk0 -period $clk_period

set non_clock_inputs [all_inputs -no_clocks]
set_input_delay [expr $clk_period * $clk_io_pct] -clock clk0 $non_clock_inputs
set_output_delay [expr $clk_period * $clk_io_pct] -clock clk0 [all_outputs]
==> Changelog: implementation <==
### Physical design

- Status: finished, violations left
- Failing checks: negative setup slack
- Share of layout cells above drive strength 1: 0.5345
- I/O Buffers: 15
- Yosys stat area: 285.3 um^2
- CP max stage cell: a211o_1
- Top cells by count: xor2_1 (6), ha_1 (5), buf_4 (4), nand2_1 (4)
- Critical Setup Path Class: input pin to primary output
- Leakage: 0.2711 nW
- Relative max-transition margin: 0.8492
- Final Wtd Congestion: 0.7895
- Most common cell on crit path: buf_4
- Total Wirelength: 907 um
- DR WL/cell: 8.721 um
- Worst-path fanout max: 4
- Die width: 80 um
- Worst hold margin: 1129 ps
- Power Density: 277.8 nW/um^2
- DP HPWL: 725.7 um
- Yosys stat cell total: 36
- Cell taking the most area after synthesis: ha_1
- DRC: 0
- Worst-path cell chain: buf_8, xor2_2, ha_2, buf_4, a211o_1, a21oi_2, buf_4, nor4b_4, a31o_1, buf_2
- YS warnings: 0
- CP endpoint kind: primary output
- Cts hold-fix bufs: 0
- Core Area: 3416 um^2
- Synth Cell Area: 285.3 um^2
- Top-area cell share: 0.2193
- Grt total ovfl: 0
- Filler cells: 379
- Flop area: 0 um^2
- Placed insts: 98
- CP max stage delay: 240 ps
- Worst-margin pin slew: 226.2 ps
- I/O pins: 15
- Crit path DRT: 1440 ps
- RSZ-0062 raised after global routing: true
- GRT Total Usage: 0.02427
- Die Area: 6400 um^2
- Pre-CTS setup slack: -1066 ps
- First-pass detailed-route iteration total: 3
- Minimum clock period: 2217 ps
- Worst Path Buf+Inv: 4
- Clock buf count: 0
- Hold/Removal Path Class: input pin to primary output
- Vias per Instance: 2.904
- Final number of max-transition violations: 0
- Log Warnings: 35
- Via count: 302
- Critical Path Start Type: input pin
- Critical path's top delay family: AND-OR/OR-AND gates
- Final setup vio count: 3
- Fin. Hold Viols: 0
- Distinct lib cells: 18
- Avg Cell Area, Syn: 7.924 um^2
- Register share after synthesis: 0
- Max-cap violation count: 0
- Row count: 21
- Non-filler instance count after layout: 104
- Die height: 80 um
- First-pass GRT wire length: 1290 um
- Ant. Diodes: 0
- Flops: 0
- Max Fclk: 451.1 MHz
- Peak supply drop: 0.04085 mV
- Post-Syn Instances: 36
- Count leader, synth: xor2_1
- Cell area leaders: ha_1 (22%), xor2_1 (18%), buf_4 (11%)
- DRT antenna net count: 0
- Initial antenna violation count: 0
- Layout area overhead: 108.8%
- Power Total: 0.0001655 W
- Fp util: 0.08352
- DR iter-0 viols: 6
- Final TNS setup: -888.9 ps
- Fin crit share: 1.231
- Comb area: 299.0 um^2
- Vias in the first global route: 271
- CP Data Arrival Time: 1860 ps
- Fin worst setup slack: -416.6 ps
- Largest net degree at the start of global routing: 6
cell usage in the layout, fill, tap and decap left out, drive strengths merged, types with 2 or more instances in the layout:
master / count
a21oi: 2
nand2: 4
dlygate4sd2: 4
mux2i: 2
ha: 5
xor2: 6
o21ai: 2
clkdlybuf4s50: 3
inv: 2
buf: 20
final cells by class:
| class | count | area share |
|---|---|---|
| inverters | 2 | 0.01681 |
| multi-input cells | 29 | 0.5021 |
| well taps | 46 | 0.09664 |
| repair buffers | 27 | 0.3845 |
power breakdown:
group          internal [W]  total (W)  switching, W
Combinational      0.000101   0.000165     0.0000641
Clock                     0          0             0
Sequential                0          0             0
tightest hold or removal path, delay by kind of cell:
family / cells / cell delay [ps]
buf+inv: 2 / 170
fa+ha+maj: 1 / 100
mux: 1 / 130
kinds of logic (layout without fill, tap and decap cells):
| logic type | after synthesis | count (layout) | share of synthesized area |
|---|---|---|---|
| xor gates and xnor gates | 6 | 6 | 0.1842 |
| adders and majority gates | 5 | 5 | 0.2193 |
| AOI/OAI and AO/OA | 8 | 8 | 0.1930 |
| muxes | 3 | 3 | 0.1096 |
| buffers and inverters | 7 | 29 | 0.1447 |
| and+or+nand+nor | 7 | 7 | 0.1491 |
layer usage:
layer | track usage | up-vias | wire length, um
met1 | 0.03241 | 130 | 372
met4 | 0 | 0 | 0
met2 | 0.03772 | 7 | 442
met3 | 0.01023 | 0 | 92
li1 | - | 165 | -
met5 | 0 | - | 0
worst paths after layout:
kind	endpoint	cells past startpoint	from
setup / recovery	Overflow	10	ctrl[1]
hold / removal	Result[0]	4	opB[0]
stage by stage:
step	cell area [um^2]	utilization
2_1_floorplan	295.3	-
3_5_place_dp	514.2	0.1505
3_3_place_gp	514.2	0.1505
5_1_grt	595.6	0.1744
4_1_cts	559.3	0.1637
6_report	595.6	0.1744
timing repair:
action | CTS | global route
gates cloned | 0 | 0
endpoints found under the setup margin | 5 | 5
gates resized | 49 | 2
pin swaps | 13 | 9
setup buffers | 4 | 2
hold endpoints to repair | 0 | 0
Power is estimated from default activity; no workload was simulated.
