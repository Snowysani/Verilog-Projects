`/design/flow/config.mk`:
```
export PLATFORM = sky130hd
export DESIGN_NAME = tlc_fsm
export DESIGN_NICKNAME = tlc_fsm
export VERILOG_FILES = /design/flow/design.v
export SDC_FILE = /design/flow/constraint.sdc
export NUM_CORES = 4
export LEC_CHECK = 1
export CORE_AREA = 10 10 80 80
export DIE_AREA = 0 0 90 90
```
`/design/flow/constraint.sdc`:
```
current_design tlc_fsm

set clk_period 1.1
set clk_io_pct 0.2

create_clock -name clk0 -period $clk_period [get_ports {Clk}]

set non_clock_inputs [all_inputs -no_clocks]
set_input_delay [expr $clk_period * $clk_io_pct] -clock clk0 $non_clock_inputs
set_output_delay [expr $clk_period * $clk_io_pct] -clock clk0 [all_outputs]
```
`/design/flow/design.v`:
```
`default_nettype none
module tlc_fsm(
    output reg [2:0] state,  
    output reg RstCount,  
    output reg [1:0] highwaySignal, farmSignal,
    input wire [30:0] Count,  
    input wire Clk, Rst,  
    input wire farmSensor
);
parameter S0 = 3'b000,  
    S1 = 3'b001,
    S2 = 3'b010,
    S3 = 3'b011,
    S4 = 3'b100,
    S5 = 3'b101,
    red = 2'b00,  
    yellow = 2'b01,  
    green = 2'b11;  
reg [2:0] nextState;
always@(Count)
    case (state)
        S0: begin
        if (Count == 150000000)  
            begin
                highwaySignal = red;  
                farmSignal = red;
                RstCount = 1;
                nextState = S1;
            end
        else
            begin
                highwaySignal = red;  
                farmSignal = red;
                RstCount = 0;
                nextState = S0;
            end
        end
            S1: begin
            if((Count >= 1500000000) && (farmSensor == 1))    
                begin
                    highwaySignal = green;  
                    farmSignal = red;       
                    RstCount = 1;  
                    nextState = S2;  
                end
            else
                begin
                    highwaySignal = green;
                    farmSignal = red;
                    RstCount = 0;
                    nextState = S1;
                end
            end
            S2: begin
            if(Count == 150000000)      
                begin
                    highwaySignal = yellow;  
                    farmSignal = red;  
                    RstCount = 1;
                    nextState = S3;
                end
            else
                begin
                    highwaySignal = yellow;  
                    farmSignal = red;
                    RstCount = 0;
                    nextState = S2;
                end
            end
            S3: begin
            if(Count == 50000000)    
                begin
                    highwaySignal = red;  
                    farmSignal = red;  
                    RstCount = 1;  
                    nextState = S4;
                end
            else
                begin
                    highwaySignal = red;
                    farmSignal = red;
                    RstCount = 0;
                    nextState = S3;
                end
            end
            S4: begin
            if ((Count == 750000000) || ((farmSensor == 1) && (Count >= 150000000)))
                begin
                    highwaySignal = red;
                    farmSignal = green;  
                    RstCount = 1;
                    nextState = S5;
                end
            else
                begin
                    highwaySignal = red;
                    farmSignal = green;
                    RstCount = 0;
                    nextState = S4;
                end
            end
        S5: begin
        if (Count == 150000000)    
            begin
                highwaySignal = red;
                farmSignal = yellow;  
                RstCount = 1;
                nextState = S0;
            end
        else
        begin
            highwaySignal = red;
            farmSignal = yellow;
            RstCount = 0;
            nextState = S5;
        end
        end
        endcase
always@ (posedge Clk)
        if(Rst)
            state <= S0;  
        else
            state <= nextState;  
endmodule
```
`/design/flow/run.sh`:
```
#!/bin/bash
# OpenROAD 26Q1-2900-gdf79404cd8, Yosys 0.63+post, stock flow scripts
make -C /OpenROAD-flow-scripts/flow DESIGN_CONFIG=/design/flow/config.mk WORK_HOME=/design/flow/orfs finish
```
==> flow_summary.toml <==
# flow metrics
[detailed_routing]
wl_per_cell_um = 12.3
dr.pass1.iters = 4
drt-initial-drc-count = 45
wirelength_um = 2580
routed_via_density = 4.34
vias = 908
drc_errors = 0
ant_nets = 0
antennaDiodeCount = 0

[logic_synthesis]
netlist_area_um2 = 807
top_cell_area_share_pct = 14.9
avgSynthCellArea_um2 = 8.49
ff_type = "dlxtn_1"
ys_cells = 95
ys_area_um2 = 807
async_flop_share_pct = 0
yosysUniqueCellTypes = 47
syn_inst = 95
ys_warn_count = 1
top_area_cell = "dlxtn_1"
synth-edff-count = 0
synth_flop_count = 11
topCellsByArea = "dlxtn_1 (15%), dfxtp_1 (7.4%), nand4b_1 (4.3%), nor3_1 (4.3%), nor4_1 (3.9%)"
common_cells = "dlxtn_1 (8), nor2_1 (8), nor3_1 (7), nand2_1 (6), nor4_1 (5)"

[power]
clkPwrFrac_pct = 50.8
worst_ir_drop_vdd_uv = 246
power_frac_comb_pct = 31.9
swShare_pct = 22.8
p_sw_mw = 0.144
p_leak_nw = 0.502
finalPower_mw = 0.632
cellPowerDensity_mw_per_mm2 = 466
pwr-share-seq_pct = 17.3
p_int_mw = 0.488

[global_routing]
use_met1_pct = 8.13
grt_pass1_vias = 970
antenna_found_initial = 0
globalRouteMet3Util_pct = 3.94
grt-busiest-layer = "met2"
grt.total_usage_pct = 6.33
grt_pass1_wl_um = 4450
overflow = 0
grt_max_degree = 10
grtUsageMet2_pct = 9.02

[status]
outcome = "finished, final reports clean"

[sta]
slew_headroom_pct = 65.8
hold_violations = 0
tns_ns = 0
fmax_ghz = 1.03
maxSlewViolCount = 0
finalSetupViolations = 0
unclocked_regs = 8
period_needed_ns = 0.968
rsz0062_at_grt = "false"
worst_slew_pin_slew_ns = 0.508
fin_crit_sh_pct = 88.0
untimed_endpoints = 13

[clock_tree]
clk_path_buf_depth = 2
postCtsHoldBufs = 0
cts_buffers = 3
root_buffer = "clkbuf_8"
cts_tree = "done"
clk_pin_slew_ns = 0.03
cts.htree.levels = 1

[setup_path]
cp_slowest_cell = "dfxtp_2"
cp-start-kind = "flop"
crit_arrival_ns = 0.75
critPathTopFamily = "flip-flops"
cp.required_ns = 0.88
critPathMaxFanout = 2
worstPathCellList = "dlygate4sd2_1"
critPathMaxStageDelay_ns = 0.30
path_class = "reg2out"
crit_path_end_kind = "output pin"
critical_path_buf_inv_count = 1

[placed_design]
portBuffers = 41
dp_hpwl_um = 2250
finalWeightedCongestion = 0.831

[job]
warnings = 26
drv_cap = 0

[hold_path]
hp-class = "in2reg"
hold_start = "Rst"
hold_path_end = "state[1]"
min_path_cells = 2

[layout]
layout-drive-gt1-share_pct = 16.2
synthToLayoutAreaGrowth_pct = 68.2
fillCellCount = 500

[floorplanning]
io_pins = 42
die_h_um = 90
initCoreUtil_pct = 17.1
die_w_um = 90
core.rowCount = 25
core_area_mm2 = 0.00472
die-area_mm2 = 0.00810
==> layout by cell type (no fill, tap or decap), types with 2 or more instances in the layout <==
master	n
ha_1	2
a211oi_1	2
clkbuf_8	3
o211ai_1	2
dfxtp_2	3
nand2_1	6
or4b_4	2
clkdlybuf4s50_1	38
dlxtn_1	8
nor4_1	5
o31ai_1	2
xnor2_1	2
nand4bb_1	2
buf_4	4
and4b_1	2
nor2b_1	3
nor2_1	8
a21oi_1	3
nand4b_1	4
nor3_1	7
dlygate4sd2_1	3
inv_1	3
==> worst max-delay path by stage <==
stage,from,endpoint,slack (ns),depth (start not counted)
after CTS,state[1],state[1],0.12,1
final,state[1],state[1],0.13,1
after global routing,state[1],state[1],0.09,1
==> registers in the layout, summed over array words and instances, names as in the netlist <==
name / flops
state: 3
RstCount: 1
farmSignal: 2
nextState: 3
highwaySignal: 2
==> routing by layer <==
layer,routed length [um],up-vias
met5,0,-
met4,30,0
met3,362,5
met2,1000,36
met1,1180,397
li1,-,470
==> cells by family after synthesis <==
| group | Yosys count | synth area share, % |
|---|---|---|
| adders and majority gates | 2 | 3.10 |
| latches | 8 | 14.9 |
| muxes | 1 | 1.24 |
| DFF | 3 | 7.44 |
| buffers and inverters | 6 | 4.19 |
| xor gates and xnor gates | 2 | 2.17 |
| AOI/OAI and AO/OA | 16 | 14.9 |
| and+or+nand+nor | 57 | 52.1 |
==> stage by stage <==
stage	cell area [um^2]	worst slack (ns)	hold WS [ns]	utilization (%)	instances
2_1_floorplan	807	0.436	0.292	-	95
3_3_place_gp	1310	0.105	0.809	27.6	204
3_5_place_dp	1310	0.110	0.813	27.6	204
4_1_cts	1360	0.123	0.594	28.7	209
5_1_grt	1360	0.0906	0.631	28.7	209
6_report	1360	0.132	0.595	28.7	209
==> power by group through the flow <==
stage	sequential, mW	combinational, mW	clock, mW
6_report	0.110	0.201	0.321
5_1_grt	0.109	0.217	0.350
4_1_cts	0.109	0.201	0.329
==> area by class of cell <==
type | count | area [um^2] | area share (%)
well taps | 67 | 83.8 | 6.18
flip-flops and latches | 11 | 184 | 13.5
multi-input cells | 78 | 593 | 43.7
clock buffers | 4 | 45.0 | 3.32
repair buffers | 45 | 437 | 32.2
inverters | 4 | 15.0 | 1.11
==> timing repair <==
action	in CTS	in global routing
gates resized	6	0
buffers inserted	1	0
setup endpoints to repair	3	0
Power figures rest on the tool's default switching activity, not on a simulated workload.
